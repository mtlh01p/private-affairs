## /design/flow/config.mk

```make
export PLATFORM = sky130hd
export DESIGN_NAME = segtoggle
export DESIGN_NICKNAME = segtoggle
export VERILOG_FILES = /design/flow/design.v
export SDC_FILE = /design/flow/constraint.sdc
export NUM_CORES = 4
export LEC_CHECK = 1
export CORE_AREA = 10 10 109 109
export DIE_AREA = 0 0 119 119
```

## /design/flow/constraint.sdc

```tcl
current_design segtoggle

set clk_period 8.3
set clk_io_pct 0.2

create_clock -name clk0 -period $clk_period [get_ports {clk}]

set non_clock_inputs [all_inputs -no_clocks]
set_input_delay [expr $clk_period * $clk_io_pct] -clock clk0 $non_clock_inputs
set_output_delay [expr $clk_period * $clk_io_pct] -clock clk0 [all_outputs]
```

## /design/flow/design.v

```verilog
`timescale 1ns / 1ps
module segtoggle(
    input [3:0] a,
    input [3:0] b,
    input clk,
    input rst,
    input sel,
    output reg [6:0] seg_L,
    output reg [3:0] anode_L     
    );
	wire [1:0] seg7_clk;
    wire [7:0] x, res;
	reg [19:0] count;      
    reg [3:0] selnum;
    always@(posedge(clk))
	   if (rst)         
		  count <= 20'b0;
	   else
		  count <= count+1'b1;
	assign seg7_clk = count[19:18];	   
	assign x = (sel) ? {benchNo_10, benchNo_1} : res;
    always @ *          
    begin
        anode_L=4'b1111;        
        case (seg7_clk)    
            	2'd0 :  begin
                        anode_L=4'b1110;
                        selnum = x[3:0];
                    end
            	2'd1 :  begin
                        anode_L=4'b1101;
                        selnum = x[7:4];
                    end
            	2'd2 :  begin
                        anode_L=4'b1111;     
                        selnum = 4'd0;
                    end
            	2'd3 :  begin
                        anode_L=4'b1111;     
                        selnum = 4'd0;
                    end
        endcase
    end
    wire [3:0] benchNo_10= 4'd0;   
    wire [3:0] benchNo_1 = 4'd6;    
    assign res = a * b;
always @*
begin
    case (selnum)
        4'd0 : seg_L = 7'b100_0000;
        4'd1 : seg_L = 7'b111_1001;
        4'd2 : seg_L = 7'b010_0100;
        4'd3 : seg_L = 7'b011_0000;
        4'd4 : seg_L = 7'b001_1001;
        4'd5 : seg_L = 7'b001_0010;
        4'd6 : seg_L = 7'b000_0010;
        4'd7 : seg_L = 7'b111_1000;
        4'd8 : seg_L = 7'b000_0000;
        4'd9 : seg_L = 7'b001_0000;
        4'd10: seg_L = 7'b000_1000;
        4'd11: seg_L = 7'b000_0011;
        4'd12: seg_L = 7'b100_0110;
        4'd13: seg_L = 7'b010_0001;
        4'd14: seg_L = 7'b000_0110;
        4'd15: seg_L = 7'b000_1110;
        default: seg_L = 7'b111_1111;
   endcase
end
endmodule
```

## /design/flow/run.sh

```bash
#!/bin/bash
# OpenROAD 26Q1-2900-gdf79404cd8, Yosys 0.63+post, stock flow scripts
make -C /OpenROAD-flow-scripts/flow DESIGN_CONFIG=/design/flow/config.mk WORK_HOME=/design/flow/orfs finish
```

==> Changelog: implementation <==
### Metrics

* Initial Util at around 17%
* Top cell area share at approximately a quarter
* Sink Count at 20
* Remaining Overflow, GRT at 0
* Simple Share, Synth at 24.90%
* Mapped Area at 0.001643 mm²
* F_max at approximately 0.14 GHz
* Adder Share, Synth at 19.35%
* Final GP Congestion at slightly below 0.8
* Number of port buffers at 19
* Slew HR at 38.88%
* Post-Synth XOR/XNOR Area at between 10% and 20%
* ANT cells at 0
* H-tree levels at 1
* Biggest regs: count x20
* Mean Syn Cell Area at a little under 9 µm²
* DR vias at 1267
* Core area at approximately 0.0096 mm²
* Tool warnings at 30
* Crit path capture type: primary output
* Asr flop ratio synth at 0%
* WL final at between 3000 and 4000 µm
* # rows at 36
* Yosys stat chip area at approximately 0.0016 mm²
* IO Pins at 22
* Pre-Repair DR Iteration Count at 4
* Register share after synthesis at about a quarter
* CTS tree: yes
* MaxCap Viol Count at 0
* CTS clk-pin slew, worst paths at around 0.07 ns
* Initial antenna violation count at 0
* Routed len/inst at around 9.4 µm
* Mux frac, synth at between 4 and 5%
* Worst-margin pin slew at 0.9084 ns
* CTS root buf: clkbuf_8
* DRC violations left at 0
* Pwr dens at 124.8 mW/mm²
* Final setup fails at 0
* Final clock skew at roughly 0.0043 ns
* Finished Layout Cells at approximately 340
* Worst vdd ir at around 0.0001 V
* Comb area leader: simple AND/OR/NAND/NOR gates
* Syn Inst Count at ~190
* Top cell type by total area after synthesis: dfxtp_1
* Status: finished, final reports clean
* Most used flip-flop cell: dfxtp_1
* Chip height at ~120 µm
* DR iter-0 viols at 63
* Total power at around 250 µW
* Cts bufs inserted at 3
* Die Width at ~120 µm
* Post-synth top cells: nor2_1 (23), dfxtp_1 (20), ha_1 (19)
* CP required at 6.64 ns
* Setup TNS at 0 ns
* Yosys Instances at ~190
* Post-CTS Hold Fix Bufs at 0
* Layout cells sized above 1 at just under 6%
* Final Max Slew Viols at 0
* Number of flops mapped to enable cells by yosys at 0
* Hold WS at 0.4510 ns
* #FFs+latches synth at 20
* CTS max path bufs at 2
* Die footprint at 0.01416 mm²
* Static Leak at 0.8166 nW
* Crit path kind: in -> out
* Tmin final at around 7.3 ns
* Post-Synth AOI/OAI Area at a little over a tenth
* Worst EP arrival at between 5 and 6 ns
* Via-to-Cell Ratio at roughly 3.7
* First-pass GRT wire length at between 5000 and 6000 µm
* Warnings from Yosys at 1
* GRT Resource Usage Total at roughly 4.6%
* Top cells by area: dfxtp_1 (24%), ha_1 (14%), xor2_1 (7.5%), nor2_1 (5.3%), fa_1 (4.9%)
* RSZ-0062 raised after global routing: no
* Critical path launch point type: input pin
* Pin count of the biggest net entering global routing at 21
* Number of global-route vias before repair at approximately 1300
* Clk ins delay skew pair at between 0.2 and 0.3 ns
* Placed Cells incl. Taps at ~330
* Post-route ant nets at 0
* Hpwl dp at between 2000 and 3000 µm
* Min-delay worst type: reg -> reg
* Final Hold Viols at 0
* Crit Path Max Fanout at 5
* Most common cell in the netlist: nor2_1
* Post-CTS setup buffer count at 0
* Area Growth Syn to Fin at 21.86%
* Most flops, register: count
* Post-layout period usage of the worst path at between 80 and 90%
* Cell Type Count at approximately 43
* CTS resizes at 0
* Max FFs per register at 20
cell families (layout without fill, tap and decap cells):
logic type,after synthesis,in the layout
adder cells (fa/ha/maj),23,23
AND-OR/OR-AND,23,23
multiplexers,7,7
XOR/XNOR,20,20
other,1,2
flip-flops,20,20
buffers and inverters,16,31
AND/OR/NAND/NOR,79,79
worst paths after layout:
check | from | to | slack, ns | depth (start not counted)
min | count[0] | count[0] | 0.45 | 1
max | b[3] | seg_L[5] | 0.96 | 15
max reg2reg | count[0] | count[14] | 6.34 | 6
min reg2reg | count[0] | count[0] | 0.45 | 1
cell usage in the layout (no fill, tap or decap), types with 2 or more instances in the layout:
master and instances:
nand2_1 17, clkbuf_8 4, clkdlybuf4s50_1 19, or3_1 2, a21o_1 2, conb_1 2, and2_1 11, dfxtp_1 20
nand3_1 10, fa_1 4, nor2_1 23, a31oi_1 2, a21oi_1 6, ha_1 19, xor2_1 14, xnor2_1 6
mux2i_1 7, o22ai_1 2, inv_1 8, o21ai_0 4, and3_1 3
worst max-delay path, cell delays in order:
cell             delay, ns
clkdlybuf4s50_1       0.51
nand2_1               0.09
fa_1                  0.51
fa_1                  0.54
inv_1                 0.07
ha_1                  0.31
a21o_1                0.16
a21oi_1               0.17
xnor2_1               0.08
a31oi_1               0.41
inv_1                 0.19
ha_1                  0.28
mux2i_1               0.16
o22ai_1               0.12
clkdlybuf4s50_1       0.44
layer usage:
layer	up-vias	wire, µm	global-route usage, %	share of wire (%)
met2	11	1561	8.299	49
met5	-	0	0	0
met4	0	0	0	0
met1	582	1538	6.018	49
li1	674	-	-	-
met3	0	60	0.8633	1.9
final cells by class:
class	instances	area [µm²]
fillers	1056	7637
multi-input cells	154	1160
flip-flops and latches	20	400.4
repair buffers	19	190.2
well taps	133	166.4
clock buffers	4	55.05
inverters	8	30.03
report_power, final:
group	internal, mW	switching (mW)
Combinational	0.0418	0.0367
Sequential	0.0971	0.000912
Clock	0.0422	0.0310
per-stage QoR:
step                utilization, %  setup slack, ns  instance area [µm²]
global placement             20.20           0.9697                 1947
floorplan                        -            2.203                 1647
detailed placement           20.20           0.9488                 1947
global route                 20.77           0.6266                 2002
finish                       20.77           0.9591                 2002
CTS                          20.77           0.9326                 2002
Power is estimated from default activity; no workload was simulated.
