$ cat run.sh
#!/bin/bash
# OpenROAD 26Q1-2900-gdf79404cd8, Yosys 0.63+post, stock flow scripts
make -C /OpenROAD-flow-scripts/flow DESIGN_CONFIG=/design/flow/config.mk WORK_HOME=/design/flow/orfs finish
$ cat config.mk
export PLATFORM = sky130hd
export DESIGN_NAME = vaddoflow
export DESIGN_NICKNAME = vaddoflow
export VERILOG_FILES = /design/flow/design.v
export SDC_FILE = /design/flow/constraint.sdc
export NUM_CORES = 4
export LEC_CHECK = 1
export CORE_AREA = 10 10 70 70
export DIE_AREA = 0 0 80 80
$ cat constraint.sdc
current_design vaddoflow

set clk_period 3.4
set clk_io_pct 0.2

create_clock -name clk0 -period $clk_period

set non_clock_inputs [all_inputs -no_clocks]
set_input_delay [expr $clk_period * $clk_io_pct] -clock clk0 $non_clock_inputs
set_output_delay [expr $clk_period * $clk_io_pct] -clock clk0 [all_outputs]
$ cat design.v
`timescale 1ns / 1ps
module vsevenseg(
    input [3:0] x,
    output reg [6:0] seg_L
    );
always @*
begin
    case (x)
        4'd0 : seg_L = 7'b100_0000;
        4'd1 : seg_L = 7'b111_1001;
        4'd2 : seg_L = 7'b010_0100;
        4'd3 : seg_L = 7'b011_0000;
        4'd4 : seg_L = 7'b001_1001;
        4'd5 : seg_L = 7'b001_0010;
        4'd6 : seg_L = 7'b000_0010;
        4'd7 : seg_L = 7'b111_1000;
        4'd8 : seg_L = 7'b000_0000;
        4'd9 : seg_L = 7'b001_0000;
        4'd10: seg_L = 7'b000_1000;
        4'd11: seg_L = 7'b000_0011;
        4'd12: seg_L = 7'b100_0110;
        4'd13: seg_L = 7'b010_0001;
        4'd14: seg_L = 7'b000_0110;
        4'd15: seg_L = 7'b000_1110;
        default: seg_L = 7'b111_1111;
   endcase
end
endmodule
module vaddoflow (
    input [3:0] a, b,
    output [6:0] seg_L,
    output oflow
);
wire [4:0] x;
vsevenseg U1(.x(x[3:0]), .seg_L(seg_L));
assign x = a + b;
assign oflow = x[4];
endmodule
==> results.cfg <==
; physical design summary
[synthesis]
aoi_share = 0.250
syn_area_um2 = 480
top_logic_kind = adder cells
simple_gate_share = 0.182
top_area_frac = 0.260
synthTopCellsByCount = ha_1, inv_1, a21oi_1, mux2i_1
yosys_cells = 62
ys_seq_share = 0
ys_warn_count = 1
ys_sh_mux = 0.125
syn-instance-count = 62
ys_sh_adder = 0.302
top_cell = ha_1
synth_chip_area_um2 = 480
synth.distinct_cells = 28
area_leaders = ha_1, mux2i_1, a21oi_1
synth-xor-area-share = 0.0521
top_area_cell = ha_1
postSynthAreaPerCell_um2 = 7.75

[grt]
antenna_found_initial = 0
overflow = 0
grt_busiest_layer = met2
gr-usage-met2 = 0.0730
use_met3 = 0.00455
grt_pass1_wl_um = 2320
grt_pass1_vias = 533
grt_max_degree = 8
met1_usage = 0.0559
gr-usage-all-layers = 0.0415

[route]
dr_total_vias = 546
via_per_inst = 3.90
wire_per_inst_um = 10.5
n_antenna_cell = 0
ant_nets = 0
drtIter0Drc = 28
firstDrtPassIters = 4
drc_errors = 0
wirelength_um = 1470

[final_timing]
min_period_over_period = 0.974
setup-tns-final_ns = 0
slew_headroom = 0.810
tightest_slew_ns = 0.282
finalSetupViolations = 0
fmax_ghz = 0.302
whs_ns = 2.17
hold_viol_final = 0
drv_slew = 0
rsz0062_at_grt = false
min_period_ns = 3.31

[cells_and_area]
utilization = 0.268
nFlopsAndLatches = 0
drive_gt1_frac = 0.394
nClkBuffers = 0
area_growth_pct = 90.9
regArea_um2 = 0
fillers = 366

[die]
core_area_um2 = 3420
floorplan.core_util = 0.141
die-area_um2 = 6400
io_pins = 16
fp.dieH_um = 80
rows = 21
die_w_um = 80

[pwr]
pwr_density_cell_nw_per_um2 = 235
ir_worst_vdd_uv = 69.5
power_uw = 216
p_leak_nw = 0.426

[placed_design]
port_buffers = 16
globalplace.congestion = 0.836
hpwl_um = 1110

[critical_path]
required_ns = 2.72
end_kind = output pin
crit_top_cell = inv_2
slowest_delay_ns = 0.60
cp-start-kind = primary input
cpMaxStageDelayCell = fa_2
cp_data_arrival_time_ns = 2.63
critPathKind = primary input to output pin
crit_family = adder cells
path_max_fanout = 3
worstPathCellList = clkdlybuf4s15_1, ha_2, inv_2, fa_2, inv_2, ha_4, or4_1, o2111a_1, buf_2
critPathBufInv = 4

[job]
warnings = 38
cap_violations = 0

[worst_hold_path]
hp-class = primary input to output pin

[status]
outcome = finished clean
## worst paths after layout
path,startpoint,cells past startpoint,slack (ns),endpoint
worst max-delay path,a[0],9,0.09,seg_L[3]
worst min-delay path,b[1],7,2.17,seg_L[6]
## routing by layer
metal	routed length, um	part of all wire
met5	0	0
met2	720	0.49
met3	57	0.039
met1	692	0.47
met4	0	0
## cells by family after synthesis
kind of cell	after synthesis
compound gates	17
xor+xnor	2
fa+ha+maj	11
buf+inv	10
mux	6
simple gates	16
## what timing repair did
action / 4_1_cts / 5_1_grt
gates resized: 31 / 8
pin swaps: 7 / 8
hold buffers: 0 / 0
setup buffers: 3 / 1
endpoints found under the setup margin: 7 / 6
gates cloned: 0 / 0
## cell usage in the layout (no fill, tap or decap), drive strengths merged
cell and instances:
nand2b 1, and3 1, nor3 2, a311oi 1
xor2 1, a211oi 1, dlymetal6s2s 2, clkdlybuf4s15 3
nor2 5, fa 1, and2 1, o21ai 1
nand3 1, nand2 4, a21oi 8, o211ai 1
or4 1, xnor2 1, inv 8, o21bai 1
mux2i 6, ha 10, o31ai 1, a2111oi 1
a21o 1, dlygate4sd2 4, clkdlybuf4s50 5, buf 20
o2111a 1
## final cells by class
cell class	count	area, um2	area share
inverter	8	30.0	0.0327
timing repair buffer	34	300	0.327
tap	46	57.6	0.0628
multi-input combinational	52	529	0.577
## metrics by stage
| step | instance area [um2] | setup WS, ns | std cells |
|---|---|---|---|
| global placement | 791 | -0.498 | 136 |
| detailed placement | 791 | -0.504 | 136 |
| floorplan | 480 | 0.363 | 62 |
| finish | 917 | 0.0869 | 140 |
| global route | 917 | 0.0129 | 140 |
| CTS | 877 | -0.0655 | 139 |
## power breakdown
part	leakage, nW	switching [mW]	internal, mW
Sequential	0	0	0
Clock	0	0	0
Combinational	0.426	0.0958	0.120
No activity file was given, so power comes from the tool's default toggle rates.
